File: flow/config.mk
export PLATFORM = sky130hd
export DESIGN_NAME = divfreq_1000
export DESIGN_NICKNAME = divfreq_1000
export VERILOG_FILES = /design/flow/design.v
export SDC_FILE = /design/flow/constraint.sdc
export NUM_CORES = 4
export LEC_CHECK = 1
export CORE_AREA = 10 10 82 82
export DIE_AREA = 0 0 92 92
File: flow/constraint.sdc
current_design divfreq_1000

set clk_period 3.9
set clk_io_pct 0.2

create_clock -name clk0 -period $clk_period [get_ports {CLK}]

set non_clock_inputs [all_inputs -no_clocks]
set_input_delay [expr $clk_period * $clk_io_pct] -clock clk0 $non_clock_inputs
set_output_delay [expr $clk_period * $clk_io_pct] -clock clk0 [all_outputs]
File: flow/design.v
module divfreq_1(input CLK, output reg CLK_1Hz);
  reg [24:0] Count;
  always @(posedge CLK) begin
    if (Count > 25000000) begin
      Count <= 25'b0;
      CLK_1Hz <= ~CLK_1Hz;
    end else begin
      Count <= Count + 1'b1;
    end
  end
endmodule
module divfreq_100(input CLK, output reg CLK_100Hz);
  reg [24:0] Count;
  always @(posedge CLK) begin
    if (Count > 250000) begin
      Count <= 25'b0;
      CLK_100Hz <= ~CLK_100Hz;
    end else begin
      Count <= Count + 1'b1;
    end
  end
endmodule
module divfreq_1000(input CLK, output reg CLK_1000Hz);
  reg [24:0] Count;
  always @(posedge CLK) begin
    if (Count > 25000) begin
      Count <= 25'b0;
      CLK_1000Hz <= ~CLK_1000Hz;
    end else begin
      Count <= Count + 1'b1;
    end
  end
endmodule
module divfreq_10000(input CLK, output reg CLK_10000Hz);
  reg [24:0] Count;
  always @(posedge CLK) begin
    if (Count > 2500) begin
      Count <= 25'b0;
      CLK_10000Hz <= ~CLK_10000Hz;
    end else begin
      Count <= Count + 1'b1;
    end
  end
endmodule
File: flow/run.sh
#!/bin/bash
# OpenROAD 26Q1-2900-gdf79404cd8, Yosys 0.63+post, stock flow scripts
make -C /OpenROAD-flow-scripts/flow DESIGN_CONFIG=/design/flow/config.mk WORK_HOME=/design/flow/orfs finish
==> flow_summary_export.csv <==
group,metric,value,unit
run_status,run_status,"finished clean",
placed_design,final_weighted_congestion_in_routability_driven_placement,0.815,
clock_network,cts_buffers,3,
synth,synth_top_cell_by_area,"sky130_fd_sc_hd__dfxtp_1",
job,openroad.warnings,26,
critical_path,cp_data_required_time,3120,ps
clock_network,cts_num_sinks,26,
critical_path,cp.buffers_inverters,1,
floorplanning,design.core.area,0.00507,mm^2
critical_path,worstSetupEndpointType,"primary output",
detailed_routing,firstDrtPassIters,4,
detailed_routing,drt-wirelength-per-cell,7.77,um
synth,synthTopCellsByArea,"sky130_fd_sc_hd__dfxtp_1 (50%), sky130_fd_sc_hd__xnor2_1 (8.8%), sky130_fd_sc_hd__nor2_2 (5.6%)",
floorplanning,floorplan.rows,26,
final_timing,clock_skew,5.77,ps
final_timing,timing.final.max_slew_violations,0,
final_timing,period_used_share,47.5,%
detailed_routing,drcViolationCount,0,
critical_path,worst_r2r_endpoint,"CLK_1000Hz$_DFFE_PN_",
clock_network,cts_buffer_depth,2,
global_route,gr-max-usage-layer,"met2",
critical_path,reg2regPathDepth,6,
synth,synth.avg_cell_area,10.3,um^2
critical_path,timing.critical_path.fanout_max,2,
detailed_routing,drt-vias-per-instance,3.49,
critical_path,r2r_setup_slack,2060,ps
critical_path,worstPathArrival,1070,ps
floorplanning,fraction_of_the_core_area_occupied_by_cells_at_floorplan,19.7,%
floorplanning,chipHeight,92,um
global_route,global_route.usage.total,3.47,%
detailed_routing,initialDrtViolationCount,78,
final_layout,drive_above_1_share,16.4,%
job,cap_violations,0,
power_and_ir_drop,cellPowerDensity,377,mW/mm^2
detailed_routing,detail_route.wirelength,1400,um
detailed_routing,ant_nets,0,
global_route,grt_max_degree,15,
final_timing,maxSlewHeadroom,66.9,%
critical_path,critical_path.startpoint_type,"flop",
critical_path,r2r_start,"Count[0]$_SDFF_PN0_",
critical_path,worst-path-stages,1,
power_and_ir_drop,cellLeakagePower,0.365,nW
synth,yosys-stat-area,1000,um^2
global_route,globalRouteMet3Util,1.57,%
final_layout,final_cell_count_no_fill,180,
placed_design,detailed_place_hpwl,995,um
final_layout,final_core_occ,23.2,%
global_route,antenna_violations_before_repair,0,
synth,synth_flop_count,26,
synth,yosys_cells,97,
synth,post_synth_inst_count,97,
floorplanning,ios,2,
final_timing,finalSetupTns,0,ps
detailed_routing,detailroute.via_count,628,
global_route,number_of_global_route_vias_before_repair,575,
clock_network,tritoncts_clock_tree,"yes",
floorplanning,die_w,92,um
clock_network,htree_levels,1,
synth,synthFlopType,"sky130_fd_sc_hd__dfxtp_1",
detailed_routing,insertedDiodeCount,0,
placed_design,dp_cells,176,
floorplanning,die-area,0.00846,mm^2
synth,synth-edff-count,1,
clock_network,post_cts_buffers,0,
clock_network,clkSlewWorstSetupHoldPaths,90,ps
global_route,globalRouteMet1Util,4.69,%
critical_path,slowest_delay,460,ps
critical_path,worst_setup_sp,"CLK_1000Hz$_DFFE_PN_",
power_and_ir_drop,irDropWorstVdd,0.242,mV
critical_path,crit_chain,"clkdlybuf4s50_1",
synth,post_synth_num_cell_types,23,
clock_network,post_cts_hold_buffer_count,0,
synth,synthesis.area,1000,um^2
global_route,global_route_wire_length_before_repair,2520,um
clock_network,insertion_delay_to_the_later_sink_of_the_worst_skew_pair,260,ps
critical_path,critPathSlowestCell,"sky130_fd_sc_hd__clkdlybuf4s50_1",
placed_design,io_buffer_count,1,
synth,synth-seq-area-share,53.1,%
final_timing,clock.fmax,540,MHz
final_timing,finalHoldWorstSlack,496,ps
synth,synth_largest_type_area_fraction,50.1,%
final_timing,finalSetupViolCount,0,
final_layout,area.growth.synth_to_final,17.8,%
critical_path,crit_end,"CLK_1000Hz",
clock_network,cts_resized,0,
global_route,overflow,0,
final_timing,post-route-min-period,1850,ps
global_route,grt_use_met2,5.35,%
final_timing,rsz0062_at_grt,"false",
synth,synth.yosys.warnings,1,
clock_network,cts-root-buf,"sky130_fd_sc_hd__clkbuf_8",
synth,synthArstFlopShare,0,%
critical_path,cpLargestDelayFamily,"buffers and inverters",
worst_hold_path,worst_hold_class,"flop to flop",
critical_path,criticalPathCategory,"flop to primary output",
final_timing,hold_viol_final,0,
final_timing,tightestPinTransition,495,ps
report_power, final:
| group | total [mW] | switching [mW] | internal (mW) |
|---|---|---|---|
| logic | 0.00215 | 0.00131 | 0.000845 |
| clock network | 0.168 | 0.0780 | 0.0900 |
| registers | 0.274 | 0.00142 | 0.272 |
stage by stage:
stage | worst slack (ps) | cell area, um^2 | total power, mW
CTS | 2030 | 1180 | 0.453
finish | 2050 | 1180 | 0.444
detailed placement | 2060 | 1120 | 0.283
floorplan | 2280 | 1030 | 0.281
global route | 1920 | 1180 | 0.468
global placement | 2100 | 1120 | 0.282
cell usage in the layout (no fill, tap or decap), types with 2 or more instances in the layout:
master,instances
sky130_fd_sc_hd__clkbuf_8,4
sky130_fd_sc_hd__conb_1,10
sky130_fd_sc_hd__dfxtp_1,25
sky130_fd_sc_hd__ha_1,2
sky130_fd_sc_hd__inv_1,6
sky130_fd_sc_hd__nand2_1,4
sky130_fd_sc_hd__nand3_1,4
sky130_fd_sc_hd__nand4_1,2
sky130_fd_sc_hd__nor2_1,11
sky130_fd_sc_hd__nor2_2,9
sky130_fd_sc_hd__nor3_1,4
sky130_fd_sc_hd__nor4_1,6
sky130_fd_sc_hd__xnor2_1,10
sky130_fd_sc_hd__xor2_1,3
flip-flops by register name, summed over array words and instances (netlist names):
signal and cells:
Count 25, CLK_1000Hz 1
worst register-to-register path, cell delays in order (launching register included):
cell,delay (ps)
sky130_fd_sc_hd__dfxtp_1,410
sky130_fd_sc_hd__inv_1,70
sky130_fd_sc_hd__ha_1,200
sky130_fd_sc_hd__nand4b_1,90
sky130_fd_sc_hd__nor3_1,70
sky130_fd_sc_hd__o41ai_4,430
sky130_fd_sc_hd__buf_4,300
worst min-delay path by stage:
| stage | start | to | slack, ps | cells after the start |
|---|---|---|---|---|
| finish | Count[0]$_SDFF_PN0_ | Count[0]$_SDFF_PN0_ | 500 | 1 |
| global route | Count[0]$_SDFF_PN0_ | Count[0]$_SDFF_PN0_ | 540 | 1 |
| CTS | Count[0]$_SDFF_PN0_ | Count[0]$_SDFF_PN0_ | 500 | 1 |
cells by family after synthesis:
family / synth area share (%)
DFF: 53.1
adders and majority gates: 2.50
and+or+nand+nor: 24.2
other: 0.375
AOI/OAI and AO/OA: 4.63
xor gates and xnor gates: 11.4
buffers and inverters: 3.88
cell usage after synthesis (all sizes together), types with 2 or more instances:
cell   instances
nand2          4
nand4          3
ha             2
dfxtp         25
xnor2         10
buf            2
inv            6
nor4           6
nand3          5
xor2           3
nor3           4
nor2          20
layout make-up:
| class | count | area, um^2 |
|---|---|---|
| Clock buffer | 4 | 55.1 |
| Fill cell | 577 | 3900 |
| Inverter | 6 | 22.5 |
| Multi-Input combinational cell | 72 | 464 |
| Sequential cell | 26 | 531 |
| Tap cell | 70 | 87.6 |
| Timing Repair Buffer | 2 | 17.5 |
metal layers:
| metal | up-vias | wire [um] | part of all wire, % |
|---|---|---|---|
| met5 | - | 0 | 0 |
| met4 | 0 | 0 | 0 |
| met3 | 0 | 73 | 5.2 |
| met2 | 5 | 576 | 41 |
| met1 | 281 | 749 | 54 |
| li1 | 342 | - | - |
No activity file was given, so power comes from the tool's default toggle rates.
